[./config.mk]
export PLATFORM = sky130hd
export DESIGN_NAME = key_debounce
export DESIGN_NICKNAME = key_debounce
export VERILOG_FILES = /design/flow/design.v
export SDC_FILE = /design/flow/constraint.sdc
export NUM_CORES = 4
export LEC_CHECK = 1
export CORE_AREA = 10 10 94 94
export DIE_AREA = 0 0 104 104
[./constraint.sdc]
current_design key_debounce

set clk_period 3.2
set clk_io_pct 0.2

create_clock -name clk0 -period $clk_period [get_ports {clk}]

set non_clock_inputs [all_inputs -no_clocks]
set_input_delay [expr $clk_period * $clk_io_pct] -clock clk0 $non_clock_inputs
set_output_delay [expr $clk_period * $clk_io_pct] -clock clk0 [all_outputs]
[./design.v]
module key_debounce
#(
parameter  CNT_MAX = 20'd999_999  
)
(
input wire clk ,  
input wire rst ,  
input wire key_in ,  
output reg key_out  
);
reg [19:0] cnt_20ms ;  
always@(posedge clk or negedge rst) begin
    if(rst == 1'b0)
        cnt_20ms <= 20'b0;
    else if(key_in == 1'b1)
        cnt_20ms <= 20'b0;
    else if(cnt_20ms == CNT_MAX && key_in == 1'b0)
        cnt_20ms <= cnt_20ms;
    else
        cnt_20ms <= cnt_20ms + 1'b1;
end
always@(posedge clk or negedge rst) begin
    if(rst == 1'b0)
        key_out <= 1'b0;
    else if(cnt_20ms == CNT_MAX - 1'b1)
        key_out <= 1'b1;
    else
        key_out <= 1'b0;
end
endmodule
[./run.sh]
#!/bin/bash
# OpenROAD 26Q1-2900-gdf79404cd8, Yosys 0.63+post, stock flow scripts
make -C /OpenROAD-flow-scripts/flow DESIGN_CONFIG=/design/flow/config.mk WORK_HOME=/design/flow/orfs finish
==> Slide: Implementation Results <==
Run Summary

Timing
  – Max Clock Freq: 513 MHz
  – RSZ-0062 raised after global routing: false
  – Final Setup Violations: 0
  – Max-slew headroom: 49.7%
  – Slew Viols, Final: 0
  – Final hold violation count: 0
  – Share of the clock period used by the worst path after layout: 60.9%
  – Fin crit period: 1.95 ns
  – Setup WS post-layout: 1.25 ns
  – Final setup TNS: 0 ns
  – Post-route clock skew: 0.00256 ns
  – Worst-Margin Slew: 0.753 ns

Yosys
  – Cell total in the yosys stat output: 114
  – Yosys reg bits: 21
  – Seq/Total Area, Yosys: 45.5%
  – Yosys simple share: 29.3%
  – Synth mux share: 0%
  – Synthesized area per cell: 10.1 µm²
  – Main logic family: simple AND/OR/NAND/NOR gates
  – And-or/or-and share of the synthesized area: 13.8%
  – Area reported by Yosys stat: 1150 µm²
  – FA/HA/MAJ Cells, Area Fraction: 2.17%
  – Post-synthesis cell type count: 34
  – Synth warnings: 1
  – Synth Area in XOR/XNOR: 6.07%
  – Post-Syn Area: 1150 µm²
  – Cell count after synthesis: 114

Critical path
  – Crit-path leading delay family: simple AND/OR/NAND/NOR gates
  – Critical Path RT: 3.36 ns
  – CP Buf/Inv Count: 0
  – Critical path class: flop to flop
  – CP arrival: 2.11 ns
  – Max stage delay on crit path: 0.55 ns
  – Crit path launch type: flop
  – Crit-path max FO: 8
  – Crit-path slowest cell: or4_4
  – Crit end category: flop
  – CP Cell Sequence: or4_4, nor4_4, nand2_2, a211oi_2

Power
  – Sequential fraction of design power: 58.9%
  – Power share of the clock group: 37.0%
  – Internal power: 0.364 mW
  – Peak VDD IR: 0.114 mV
  – Static leakage: 0.487 nW
  – Switching power: 0.0991 mW
  – P per Cell Area: 350 nW/µm²
  – Total power: 0.463 mW
  – Sw frac: 21.4%
  – Comb pwr share: 4.1%

Clocking
  – H-Tree Depth: 1
  – CTS Buf Count: 3
  – Clk pin slew, worst setup/hold paths: 0.07 ns
  – TritonCTS Sinks: 21
  – Late-Pin Clk Latency: 0.26 ns
  – Longest Clk Path Bufs: 2
  – # hold bufs at CTS: 0
  – Post-CTS Setup Inserts: 0
  – CTS tree: yes
  – Cts repair resizes: 0
  – Root buf cell: clkbuf_8

Placement
  – Pre-CTS WS: 1.17 ns
  – Dpl cell area: 1280 µm²
  – PortBufs: 3
  – Routability congestion estimate: 0.798
  – DP HPWL: 1470 µm

Die
  – Chip height: 104 µm
  – Core Rows: 30
  – I/O pin cnt: 4
  – Core ar.: 6830 µm²
  – Full die area: 10800 µm²
  – Die X: 104 µm
  – Initial Util: 16.9%

Global routing
  – Largest net degree at the start of global routing: 22
  – First-pass GRT wire length: 3770 µm
  – Initial antenna violation count: 0
  – Vias in the first global route: 771
  – Global Route Usage Sum: 3.88%
  – Gr ovfl total: 0

Drt
  – DRC errors left: 0
  – Iter 0 DRT Violations: 34
  – Ant. Diodes: 0
  – DR WL/cell: 10.0 µm
  – Drt pass-1 iters: 4
  – Routed Antenna Nets: 0
  – Vias per Instance: 3.98
  – Final wirelength: 2130 µm
  – Via total after detailed routing: 847

Job
  – Log Warnings: 26
  – Max_cap viols: 0

Final layout
  – Final instance area: 1320 µm²
  – Layout area overhead: 14.6%
  – Fraction of layout cells with a size suffix above 1: 13.7%
  – Fillers: 758

Hold path
  – Hold crit path type: flop to flop

Status
  – Status: complete, no violations
-- worst register-to-register path: cells and delay by family, from the launching register on --
family | cells | cell delay [ns]
AOI/OAI and AO/OA | 1 | 0.24
DFF | 1 | 0.41
and+or+nand+nor | 3 | 1.20
-- final timing paths --
kind	from	endpoint	slack [ns]	cells after the start
worst min-delay path	cnt_20ms[18]$_DFFE_PN0P_	cnt_20ms[18]$_DFFE_PN0P_	0.56	2
worst max-delay path	cnt_20ms[12]$_DFFE_PN0P_	cnt_20ms[3]$_DFFE_PN0P_	1.25	4
worst max register to register	cnt_20ms[12]$_DFFE_PN0P_	cnt_20ms[3]$_DFFE_PN0P_	1.25	4
worst min register to register	cnt_20ms[18]$_DFFE_PN0P_	cnt_20ms[18]$_DFFE_PN0P_	0.56	2
max in group asynchronous	rst	cnt_20ms[7]$_DFFE_PN0P_	2.25	2
min in group asynchronous	rst	cnt_20ms[4]$_DFFE_PN0P_	0.73	2
-- Yosys cell counts (all sizes together) --
cell,number,area share [%]
a211oi,2,2.2
a21o,2,1.5
a21oi,9,3.9
a31oi,3,1.6
and3,5,2.8
and4,4,3.1
buf,3,1.5
clkbuf,1,0.32
dfrtp,21,46
dlymetal6s2s,1,1.1
ha,2,2.2
inv,1,0.32
nand2,7,2.5
nand3,10,4.3
nand4,4,2.2
nand4bb,1,2.4
nor2,10,3.3
nor3,2,0.87
nor4,2,2.4
o21ai,3,1.3
o21bai,2,1.3
o31ai,3,2.0
or3,3,1.6
or3b,1,0.76
or4,4,3.0
xnor2,4,3.0
xor2,4,3.0
-- final cells by class --
class	count	area, µm²	area share (%)
clock buffers	4	45.0	3.40
inverters	1	3.75	0.284
multi-input cells	87	592	44.7
flip-flops and latches	21	526	39.7
well taps	96	120	9.07
repair buffers	4	37.5	2.84
-- sequential cells by signal (all words and copies together) (netlist names) --
| signal | cells |
|---|---|
| cnt_20ms | 20 |
| key_out | 1 |
-- layer usage --
metal / vias to the layer above / GRT usage [%] / part of all wire [%]
met3: 2 / 0.251 / 1.5
met1: 398 / 5.98 / 52
li1: 435 / - / -
met5: - / 0 / 0
met2: 12 / 5.81 / 45
met4: 0 / 0.795 / 1.7
-- power groups by stage --
stage	Sequential, mW	Clock, mW	Combinational (mW)
after global routing	0.273	0.192	0.0219
after CTS	0.272	0.178	0.0200
final	0.272	0.171	0.0191
-- per-stage QoR --
step,std cells,hold WS [ns],util [%]
after floorplan,114,0.344,-
after global placement,209,0.544,18.7
after detailed placement,209,0.550,18.7
after CTS,213,0.560,19.4
after global routing,213,0.576,19.4
final,213,0.556,19.4
-- cells by family (layout without fill, tap and decap cells) --
family	Yosys count	in the layout
buffers and inverters	6	9
AND-OR/OR-AND	24	24
flip-flops	21	21
adder cells (fa/ha/maj)	2	2
XOR/XNOR	8	8
AND/OR/NAND/NOR	53	53
-- layout by cell type (no fill, tap or decap), drive strengths merged --
| cell | Yosys | routed |
|---|---|---|
| nor2 | 10 | 10 |
| clkbuf | 1 | 4 |
| and3 | 5 | 5 |
| dfrtp | 21 | 21 |
| nand3 | 10 | 10 |
| nor3 | 2 | 2 |
| nand4bb | 1 | 1 |
| clkdlybuf4s50 | 0 | 3 |
| xnor2 | 4 | 4 |
| inv | 1 | 1 |
| nand2 | 7 | 7 |
| nor4 | 2 | 2 |
| buf | 3 | 1 |
| nand4 | 4 | 4 |
| a21o | 2 | 2 |
| o31ai | 3 | 3 |
| o21ai | 3 | 3 |
| ha | 2 | 2 |
| a21oi | 9 | 9 |
| a31oi | 3 | 3 |
| a211oi | 2 | 2 |
| or3b | 1 | 1 |
| and4 | 4 | 4 |
| o21bai | 2 | 2 |
| or4 | 4 | 4 |
| or3 | 3 | 3 |
| xor2 | 4 | 4 |
No activity file was given, so power comes from the tool's default toggle rates.
