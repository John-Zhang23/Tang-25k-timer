### flow/run.sh
#!/bin/bash
# OpenROAD 26Q1-2900-gdf79404cd8, Yosys 0.63+post, stock flow scripts
make -C /OpenROAD-flow-scripts/flow DESIGN_CONFIG=/design/flow/config.mk WORK_HOME=/design/flow/orfs finish
### flow/config.mk
export PLATFORM = sky130hd
export DESIGN_NAME = stopwatch
export DESIGN_NICKNAME = stopwatch
export VERILOG_FILES = /design/flow/design.v
export SDC_FILE = /design/flow/constraint.sdc
export NUM_CORES = 4
export LEC_CHECK = 1
export CORE_UTILIZATION = 30
### flow/constraint.sdc
current_design stopwatch

set clk_period 4.9
set clk_io_pct 0.2

create_clock -name clk0 -period $clk_period [get_ports {clk}]

set non_clock_inputs [all_inputs -no_clocks]
set_input_delay [expr $clk_period * $clk_io_pct] -clock clk0 $non_clock_inputs
set_output_delay [expr $clk_period * $clk_io_pct] -clock clk0 [all_outputs]
### flow/design.v
module bcd
(
input wire clk ,  
input wire rst ,  
input wire [5:0] data ,  
output reg [3:0] unit ,  
output reg [3:0] ten   
);
reg [13:0] temp;
assign unit = temp[9:6];
assign ten = temp[13:10];
  always @ (*)
    begin
        temp = 14'b0;                          
        temp[5:0] = data;                      
        repeat (6)                             
        begin 
            temp[9:6] = (temp[9:6]>4)? temp[9:6] + 2'b11 : temp[9:6];  
            temp[13:10] = (temp[13:10]>4)? temp[13:10] + 2'b11 : temp[13:10];  
            temp[13:1] = temp[12:0];                
        end
    end
endmodule
module cnt_10ms
#(
parameter  CNT_MAX = 19'd499_999
)
(
input wire clk ,  
input wire rst ,  
output reg cnt_out  
 );
reg [18:0] cnt ;  
always@(posedge clk or negedge rst) 
    if(rst == 1'b0) begin
        cnt <= 19'b0;
        cnt_out <= 1'b0;
    end 
    else if(cnt == CNT_MAX) begin
        cnt <= 19'b0;
        cnt_out <= 1'b1;
    end 
    else begin
        cnt <= cnt + 1'b1;
        cnt_out <= 1'b0;
    end
endmodule
module stopwatch (
input wire clk,
output reg [3:0] sel,
output reg [6:0] seg
);
reg rst,cn_10ms, sec_flag, min_flag;
reg [5:0] sec, min;
reg [3:0]sec_unit,sec_ten,min_unit,min_ten;
assign rst = 1'b1;
cnt_10ms cnt_10ms0(
.clk (clk),
.rst (rst),
.cnt_out (cn_10ms)
);
Sec Sec0(
.rst (rst),
.cnt_10ms (cn_10ms),
.sec (sec),
.sec_flag (sec_flag)
);
Mins Mins0(
.rst (rst),
.sec_in (sec_flag),
.mins (min),
.min_flag (min_flag)
);
bcd bcd0
(
.clk (clk),
.rst (rst),
.data (min),
.unit (min_unit),
.ten  (min_ten)
 );
bcd bcd1
(
.clk (clk),
.rst (rst),
.data (sec),
.unit (sec_unit),
.ten  (sec_ten)
 );
seg_dynamic seg0(
.clk (clk), 
.rst (rst), 
.unit (sec_unit),
.ten (sec_ten), 
.hun (min_unit), 
.tho (min_ten), 
.sel_out (sel),
.seg (seg)
);
endmodule 
module Mins
#(
parameter    CNT_MAX= 6'd59,  
parameter    Mins_MAX=6'd59  
)
(
input wire rst ,  
input reg sec_in , 
output reg [5:0] mins,
output reg min_flag
);
reg [5:0] min_cnt;
always@(posedge sec_in or negedge rst) 
    if(rst == 1'b0)  begin
        min_cnt <= 6'b0;
        min_flag <= 1'b0;
    end
    else if(min_cnt == Mins_MAX) begin
        min_cnt <= 6'b0;
        min_flag <= 1'b1;
    end
    else begin
        min_cnt <= min_cnt  + 1'b1;
        min_flag <= 1'b0;
    end
 always@(posedge min_flag or negedge rst) 
    if(rst == 1'b0)
        mins <= 6'b0;
    else if(mins == CNT_MAX)
        mins <= 6'b0;
    else
        mins <= mins + 1'b1;
 endmodule
module Sec
#(
parameter  CTS_MAX = 7'd99,  
parameter  SECS_MAX = 6'd59  
)
(
input wire rst ,  
input wire cnt_10ms , 
output reg [5:0] sec,
output reg sec_flag
);
reg [6:0] sec_cnt;
always@(posedge cnt_10ms or negedge rst) 
    if(rst == 1'b0)  begin
        sec_cnt <= 7'b0;
        sec_flag <= 1'b0;
    end
    else if(sec_cnt == CTS_MAX) begin
        sec_cnt <= 7'b0;
        sec_flag <= 1'b1;
    end
    else begin
        sec_cnt <= sec_cnt  + 1'b1;
        sec_flag <= 1'b0;
    end
 always@(posedge sec_flag or negedge rst) 
    if(rst == 1'b0)
        sec <= 6'b0;
    else if(sec == SECS_MAX)
        sec <= 6'b0;
    else
        sec <= sec + 1'b1;
 endmodule
module seg_dynamic
(
input wire clk ,  
input wire rst ,  
input wire [3:0] unit ,  
input wire [3:0] ten ,  
input wire [3:0] hun ,  
input wire [3:0] tho ,  
output reg [3:0] sel_out ,  
output reg [6:0] seg  
);
parameter CNT_MAX = 16'd49_999;  
reg flag_1ms;  
reg [15:0] cnt_1ms ;  
reg [3:0] sel;
reg [1:0] cnt_sel ;  
reg [3:0] data_disp ;  
always@(posedge clk or negedge rst)
if(rst == 1'b0) begin
cnt_1ms <= 16'b0;
cnt_sel <= 2'd0;
end 
else if(cnt_1ms == CNT_MAX) begin
cnt_1ms <= 16'b0;
cnt_sel <= cnt_sel + 1'b1;
end
else begin
cnt_1ms <= cnt_1ms + 1'b1;
cnt_sel <= cnt_sel;
end 
 always@(posedge clk or negedge rst)
 if(rst == 1'b0) begin 
 data_disp <= 4'b0;
sel_out <= 4'b1111;
end
else begin
 case(cnt_sel)
 3'd0:  begin 
        data_disp <= unit ;
        sel_out <= 4'b1110;
    end
 3'd1:  begin 
        data_disp <= ten ;
        sel_out <= 4'b1101;
    end
 3'd2:  begin 
        data_disp <= hun ;
        sel_out <= 4'b1011;
    end
 3'd3:  begin   
        data_disp <= tho;
        sel_out <= 4'b0111;
    end
 default:begin   
        data_disp <= 4'b0000;
        sel_out <= 4'b1111;
    end
 endcase
end 
 always@(posedge clk or negedge rst)
 if(rst == 1'b0)
 seg <= 7'b000_0001;
 else
 case(data_disp)
 4'd0 : seg <= 7'b011_1111;  
 4'd1 : seg <= 7'b000_0110;  
 4'd2 : seg <= 7'b101_1011;  
 4'd3 : seg <= 7'b100_1111;  
 4'd4 : seg <= 7'b110_0110;  
 4'd5 : seg <= 7'b110_1101;  
 4'd6 : seg <= 7'b111_1101;  
 4'd7 : seg <= 7'b000_0111;  
 4'd8 : seg <= 7'b111_1111;  
 4'd9 : seg <= 7'b110_0111;  
 default:seg <=7'b100_0000;
 endcase
endmodule
==> flow_summary.json <==
{
  "status": "complete, no violations",
  "synth.most_common_cell": "dfxtp_1",
  "cts_made_buffers": 5,
  "switchingPower_mw": 0.148,
  "fin_area_um2": 4360,
  "syn_area_um2": 3900,
  "final_core_util_pct": 34.4,
  "met1_length_mm": 3.31,
  "max_freq_mhz": 482,
  "wl_met2_mm": 2.58,
  "yosys_warnings": 8,
  "p_clk_share_pct": 47.4,
  "hp-class": "reg -> reg",
  "ant_nets": 0,
  "edf_count": 2,
  "worst_pin_slew_ns": 0.662,
  "path_delay_family": "simple AND/OR/NAND/NOR gates",
  "grt_overflow": 0,
  "largest_area_cell": "dfxtp_1",
  "drt_first_pass_iters": 4,
  "worstReg2RegEnd": "cnt_10ms0.cnt[17]",
  "r2r_slack_ns": 2.83,
  "critPathRequiredTime_ns": 5.08,
  "route.vias.total": 2786,
  "first_global_vias": 2520,
  "place_area_um2": 4200,
  "switching_share_pct": 18.0,
  "synth.distinct_cells": 54,
  "routed_wl_mm": 6.05,
  "fp-utilization_pct": 30.8,
  "die_w_um": 116,
  "top_layer": "met4",
  "hold_path.startpoint": "seg0.cnt_1ms[0]",
  "topCombFamilyByArea": "simple AND/OR/NAND/NOR gates",
  "cts_tree": "built",
  "die-area_um2": 13500,
  "min_delay_path_depth": 1,
  "drtIter0Drc": 135,
  "warnings": 44,
  "yosys_area_um2": 3900,
  "root_buffer": "clkbuf_16",
  "holdWs_ns": 0.455,
  "io_pins": 12,
  "period_needed_ns": 2.07,
  "arrival_ns": 2.25,
  "gp_congestion": 0.873,
  "fp.coreArea_um2": 12700,
  "syn_to_final_growth_pct": 11.8,
  "grt_pass1_wl_mm": 10.8,
  "path_clk_slew_ns": 0.07,
  "grt_max_degree": 17,
  "wl_per_cell_um": 9.93,
  "ys_ff": 80,
  "crit_chain": "ha_1 -> nand3_1 -> nor2_1 -> and4_1 -> and4_1 -> nand2b_1 -> mux2i_1",
  "post_cts_buffers": 0,
  "synth_top_area_share_pct": 40.0,
  "wl_met3_um": 156,
  "finalSetupViolCount": 0,
  "drv_slew": 0,
  "fin_crit_sh_pct": 42.3,
  "p_int_mw": 0.675,
  "fillers": 1253,
  "powerDensity_nw_per_um2": 189,
  "via_per_inst": 4.57,
  "yosysCellCount": 426,
  "crit_buf_inv": 0,
  "clock_skew_ns": 0.00656,
  "ys_sh_aoi_pct": 12.6,
  "clk-insertion-delay-late_ns": 0.29,
  "p_leak_nw": 1.59,
  "rr_startpoint": "cnt_10ms0.cnt[0]",
  "postSynthCellCount": 426,
  "cpMaxStageDelayCell": "and4_1",
  "grt_setup_unrepaired": "no",
  "yosys_most_used_dff": "dfxtp_1",
  "seqPwrFrac_pct": 52.6,
  "holdPathEnd": "seg0.cnt_1ms[0]",
  "start_kind": "flip-flop",
  "synthAdderAreaFrac_pct": 9.93,
  "rows": 41,
  "ir_drop_mv": 0.135,
  "hpwl_mm": 4.56,
  "io_buffers": 11,
  "worst-setup-path-type": "reg -> reg",
  "setup_tns_ns": 0,
  "slew_headroom_pct": 55.5,
  "diodes": 0,
  "drive_gt1_share_pct": 3.66,
  "drc_errors": 0,
  "yosysSeqAreaShare_pct": 41.5,
  "critPathMaxStageDelay_ns": 0.41,
  "cap_violations": 0,
  "synthTopCellsByCount": "dfxtp_1 (78), nor2_1 (44), nand3_1 (33)",
  "area_leaders": "dfxtp_1 (40%), ha_1 (9.9%), xnor2_1 (6.1%)",
  "synth.area.mux_share_pct": 1.86,
  "cts_hold_buf": 0,
  "critPathMostFrequentCell": "and4_1",
  "unclocked_regs": 27,
  "combPwrFrac_pct": 0,
  "grt_usage_pct": 9.71,
  "syn_area_per_cell_um2": 9.17,
  "untimed_endpoints": 27,
  "xor_share_pct": 9.42,
  "die_h_um": 116,
  "cp-end-kind": "flip-flop",
  "antenna_found_initial": 0,
  "ctsResizeCount": 0,
  "finalHoldViolCount": 0,
  "h-tree-depth": 2,
  "yosys.area_share.simple_pct": 20.9,
  "async_reset_ff_share_pct": 0,
  "r2r_cells": 7,
  "clk_path_buf_depth": 2,
  "critPathMaxFanout": 11
}
[metal layers]
metal | vias up | GRT usage, %
met3 | 2 | 1.64
met1 | 1245 | 14.9
li1 | 1509 | -
met4 | 0 | 0.513
met5 | - | 0
met2 | 30 | 15.4
[flip-flops by register name, summed over array words and instances (netlist names)]
signal	flops
Mins0.min_flag	1
cnt_10ms0.cnt	19
seg0.seg	7
seg0.data_disp	4
Mins0.min_cnt	6
cnt_10ms0.cnt_out	1
seg0.cnt_1ms	16
Sec0.sec	6
Sec0.sec_flag	1
seg0.sel_out	4
seg0.cnt_sel	2
Mins0.mins	6
Sec0.sec_cnt	7
[area by class of cell]
| type | instances | area [um^2] | area share (%) |
|---|---|---|---|
| sequential | 80 | 1620 | 37.2 |
| timing repair buffer | 11 | 110 | 2.52 |
| multi-input combinational | 308 | 2140 | 49.0 |
| clock buffer | 6 | 129 | 2.95 |
| tap | 172 | 215 | 4.93 |
| clock inverter | 2 | 38.8 | 0.889 |
| inverter | 30 | 113 | 2.58 |
[cells by family after synthesis]
logic type / after synthesis
compound gates: 69
xor+xnor: 42
fa+ha+maj: 31
buf+inv: 38
flops: 80
mux: 7
simple gates: 159
[stage by stage]
stage,instances,setup slack [ns],power [mW]
2_1_floorplan,426,3.18,0.443
5_1_grt,609,2.63,0.849
6_report,609,2.83,0.823
3_5_place_dp,601,2.81,0.443
3_3_place_gp,601,2.91,0.443
4_1_cts,609,2.80,0.831
[how the worst max path moves through the flow]
stage / startpoint / to / cells past startpoint
4_1_cts: cnt_10ms0.cnt[0] / cnt_10ms0.cnt[17] / 7
5_1_grt: cnt_10ms0.cnt[0] / cnt_10ms0.cnt[17] / 7
6_report: cnt_10ms0.cnt[0] / cnt_10ms0.cnt[17] / 7
[placed cells by master, fill, tap and decap left out, types with 3 or more instances in the layout]
master | synthesis | layout
o2111ai_1 | 3 | 3
nor2b_1 | 11 | 11
nand2_1 | 22 | 22
o22ai_1 | 3 | 3
clkdlybuf4s50_1 | 0 | 11
xor2_1 | 15 | 15
nor3_1 | 6 | 6
ha_1 | 31 | 31
o21ai_0 | 19 | 19
o211ai_1 | 6 | 6
and4_1 | 5 | 5
xnor2_1 | 27 | 27
nand3_1 | 33 | 33
and3_1 | 4 | 4
clkbuf_16 | 0 | 5
nand2b_1 | 3 | 3
mux2i_1 | 5 | 5
a21oi_1 | 9 | 9
a211oi_2 | 3 | 3
nand4_1 | 13 | 13
nor4_1 | 5 | 5
inv_1 | 30 | 30
nor2_1 | 44 | 44
dfxtp_1 | 78 | 78
[power by group through the flow]
stage	sequential (mW)	combinational (mW)	clock [mW]
final	0.433	0.000000861	0.390
after CTS	0.433	0.000000861	0.399
after global routing	0.432	0.000000861	0.416
Power figures rest on the tool's default switching activity, not on a simulated workload.
